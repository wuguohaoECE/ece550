<file path="flow/run.sh">
#!/bin/bash
# OpenROAD 26Q1-2900-gdf79404cd8, Yosys 0.63+post, stock flow scripts
make -C /OpenROAD-flow-scripts/flow DESIGN_CONFIG=/design/flow/config.mk WORK_HOME=/design/flow/orfs finish
</file>
<file path="flow/config.mk">
export PLATFORM = sky130hd
export DESIGN_NAME = clockTick
export DESIGN_NICKNAME = clockTick
export VERILOG_FILES = /design/flow/design.v
export SDC_FILE = /design/flow/constraint.sdc
export NUM_CORES = 4
export LEC_CHECK = 1
export CORE_AREA = 10 10 70 70
export DIE_AREA = 0 0 80 80
</file>
<file path="flow/constraint.sdc">
current_design clockTick

set clk_period 1.0
set clk_io_pct 0.2

create_clock -name clk0 -period $clk_period [get_ports {clk}]

set non_clock_inputs [all_inputs -no_clocks]
set_input_delay [expr $clk_period * $clk_io_pct] -clock clk0 $non_clock_inputs
set_output_delay [expr $clk_period * $clk_io_pct] -clock clk0 [all_outputs]
</file>
<file path="flow/design.v">
module clockTick
#(
    parameter M = 5,  
                 N = 3  
)
(
    input wire clk, reset, 
    output wire clkPulse
);
modMCounter #(.M(M), .N(N)) 
    clockPulse5cycle (
                .clk(clk), .reset(reset), 
                .complete_tick(clkPulse)
            );
endmodule 
module modMCounter
#(
    parameter M = 5,  
                 N = 3  
)
(
    input wire clk, reset, 
    output wire complete_tick, 
    output wire[N-1:0] count
);
reg[N-1:0] count_reg;
wire[N-1:0] count_next;
always @(posedge clk, posedge reset)
begin
    if (reset == 1)
        count_reg <= 0;
    else
        count_reg <= count_next;
end
assign count_next = (count_reg == M-1) ? 0 : count_reg + 1 ;
assign complete_tick = (count_reg == M-1) ? 1 : 0;
assign count = count_reg;  
endmodule
</file>
==> qor.yml <==
outcome:
  status: "finished with violations"
  violations: "negative setup slack"
final_timing:
  finalWorstSetupSlack_ns: -0.264
  fin_tns_setup_ns: -0.658
  fmaxAchievable_ghz: 0.791
  setup_viol: 4
  fin_skew_ns: 0.00101
  fin_crit_ns: 1.26
  slew_violations: 0
  worst_slew_pin_slew_ns: 0.106
  rsz0062_at_grt: "true"
  finalHoldViolCount: 0
  period_used_pct: 126
  relSlewSlack_pct: 92.9
route:
  drc_errors: 0
  wire_per_inst_um: 4.86
  ant_nets: 0
  drt-met1-wl_um: 175
  routed_via_density: 1.77
  vias: 131
  drt_wl_total_um: 360
  top_layer: "met3"
  wl_met3_um: 29
  drtPass1Iterations: 1
  wl_met2_um: 154
  first_iter_violations: 0
  num_antenna_cells: 0
synth:
  topCellsByArea: "dfrtp_1 (50%), ha_1 (17%), mux2_4 (10%), inv_1 (7.6%), and2_4 (5.9%)"
  syn_inst: 13
  ys_cells: 13
  avgSynthCellArea_um2: 11.5
  syn_area_um2: 149
  ys_ff: 3
  synth.distinct_cells: 7
  ys_seq_share_pct: 50.4
  synth_top_area_share_pct: 50.4
  yosysTopAreaCell: "dfrtp_1"
  yosysWarnings: 1
  ys_chip_area_um2: 149
power_and_ir_drop:
  power_density_nw_per_um2: 957
  total_power_mw: 0.336
  p_leak_nw: 0.169
  ir_drop_uv: 364
setup_path:
  cp-start-kind: "register"
  r2r-start: "clockPulse5cycle.count_reg[1]"
  path_class: "register to primary output"
  endpoint: "clkPulse"
  cp-startpoint: "clockPulse5cycle.count_reg[1]"
  cp-end-kind: "primary output"
  arrival_ns: 1.06
  crit_required_ns: 0.80
  critPathMaxFanout: 2
  reg2reg_depth: 6
  r2r_end: "clockPulse5cycle.count_reg[2]"
  r2r_slack_ns: -0.19
global_routing:
  grt_pass1_wl_um: 627
  grt_pass1_vias: 160
  grt_remaining_overflow: 0
  antenna_found_initial: 0
  grtUsageTotal_pct: 1.16
  grt_start_max_net_pins: 4
clock_network:
  clkLatencyLatePin_ns: 0.23
  cts_tree: "done"
  clk_path_buf_depth: 2
  cts_root_buffer: "clkbuf_4"
  cts_buffers: 3
  clock-sinks: 3
  cts.hold.buffers_added: 0
  htreeDepth: 1
  clk_pin_slew_worst_paths_ns: 0.04
run:
  drv_cap: 0
  tool_warnings: 28
worst_hold_path:
  hold_path.class: "primary input to async pin"
floorplanning:
  dieHeight_um: 80
  core-area_um2: 3420
  die_area_um2: 6400
  fp.dieW_um: 80
  num_rows: 21
  floorplan.core_util_pct: 4.36
  io_pins: 3
placement:
  pre_cts_slack_ns: -0.405
  hpwl_um: 240
  port_buffers: 2
  gp_congestion: 0.550
  dpl-instance-area_um2: 249
final_layout:
  fin_area_um2: 352
  lay_top_count: "buf_4"
  syn_to_final_growth_pct: 136
  lay_top_cells: "buf_4 (7), inv_1 (3), clkbuf_4 (3), dfrtp_1 (3), buf_6 (3)"
  drive_above_1_share_pct: 64.3
  largest_reg_flops: 3
[cells in the mapped netlist]
cell type  instances
mux2_4             1
nor2_1             2
and2_4             1
nor2b_1            1
inv_1              3
dfrtp_1            3
ha_1               2
[routing by layer]
| layer | vias to the layer above | GRT usage [%] |
|---|---|---|
| met5 | - | 0 |
| met4 | 0 | 0.704 |
| met3 | 0 | 0.341 |
| met2 | 3 | 1.69 |
| met1 | 59 | 1.46 |
| li1 | 69 | - |
[report_power, final]
part	leakage, nW	switching, mW	internal, mW
combinational	0.121	0.00247	0.00366
clock	0.0150	0.0588	0.149
sequential	0.0332	0	0.122
total	0.169	0.0612	0.275
[layout make-up]
type | instances | area, um2
fill | 413 | 3060
multi-input combinational | 7 | 85.1
inverter | 3 | 11.3
tap | 46 | 57.6
sequential | 3 | 75.1
timing repair buffer | 11 | 96.3
clock buffer | 4 | 26.3
[cells by family (layout without fill, tap and decap cells)]
kind of cell,count (synthesis),after routing,synth area share [%]
flops,3,3,50.4
fa+ha+maj,2,2,16.8
simple gates,4,4,15.1
mux,1,1,10.1
buf+inv,3,18,7.56
[critical path, stage by stage (launching register included)]
cell and delay, ns:
dfrtp_1 0.38, inv_1 0.07, ha_2 0.17, and2_4 0.15, buf_6 0.08
[what timing repair did]
| action | in CTS | in global routing |
|---|---|---|
| pin swaps | 2 | 1 |
| gates resized | 9 | 2 |
| endpoints found under the setup margin | 4 | 4 |
| buffers inserted | 4 | 3 |
[per-stage QoR]
| step | hold slack [ns] | cells | utilization (%) |
|---|---|---|---|
| 6_report | 0.139 | 74 | 10.3 |
| 2_1_floorplan | -0.0464 | 13 | - |
| 3_3_place_gp | 0.367 | 64 | 7.29 |
| 5_1_grt | 0.148 | 74 | 10.3 |
| 4_1_cts | 0.133 | 71 | 9.38 |
| 3_5_place_dp | 0.383 | 64 | 7.29 |
[how the worst min path moves through the flow]
stage / from / cells past startpoint / to / slack [ns]
after CTS: reset / 2 / clockPulse5cycle.count_reg[2] / 0.13
after global routing: reset / 2 / clockPulse5cycle.count_reg[0] / 0.15
final: reset / 2 / clockPulse5cycle.count_reg[2] / 0.14
Power figures rest on the tool's default switching activity, not on a simulated workload.
