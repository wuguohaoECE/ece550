File: flow/config.mk
export PLATFORM = sky130hd
export DESIGN_NAME = alu
export DESIGN_NICKNAME = alu
export VERILOG_FILES = /design/flow/design.v
export SDC_FILE = /design/flow/constraint.sdc
export NUM_CORES = 4
export LEC_CHECK = 1
export CORE_UTILIZATION = 50
File: flow/constraint.sdc
current_design alu

set clk_period 18.9
set clk_io_pct 0.2

create_clock -name clk0 -period $clk_period

set non_clock_inputs [all_inputs -no_clocks]
set_input_delay [expr $clk_period * $clk_io_pct] -clock clk0 $non_clock_inputs
set_output_delay [expr $clk_period * $clk_io_pct] -clock clk0 [all_outputs]
File: flow/design.v
module alu(data_operandA, data_operandB, ctrl_ALUopcode, ctrl_shiftamt, data_result, isNotEqual, isLessThan, overflow);
input [31:0] data_operandA, data_operandB;
input [4:0] ctrl_ALUopcode, ctrl_shiftamt;
output [31:0] data_result;
output isNotEqual, isLessThan, overflow;
wire  cout;
wire [31:0] add_sub_result, AND_result, OR_result, SRA_result, SLL_result;
wire [31:0] inverse_data_operandB,B;
thirty_two_bit_not firstnot(inverse_data_operandB,data_operandB);
thirty_two_bit_two_one_mux firstmux(data_operandB, inverse_data_operandB, ctrl_ALUopcode[0], B);
thirty_two_bit_CSA firstadder(data_operandA, B, add_sub_result, ctrl_ALUopcode[0],cout ,overflow);
thirty_two_bit_and first_and(AND_result, data_operandA, data_operandB);
thirty_two_bit_or first_or(OR_result, data_operandA, data_operandB);
thirty_two_bit_SLL first_SLL(data_operandA, ctrl_shiftamt, SLL_result);
thirty_two_bit_SRA first_SRA(data_operandA, ctrl_shiftamt, SRA_result);
or isnotequal(isNotEqual, add_sub_result[0],add_sub_result[1],add_sub_result[2],add_sub_result[3],add_sub_result[4],add_sub_result[5],add_sub_result[6],add_sub_result[7],add_sub_result[8],add_sub_result[9],add_sub_result[10],add_sub_result[11],add_sub_result[12],add_sub_result[13],add_sub_result[14],add_sub_result[15],add_sub_result[16],add_sub_result[17],add_sub_result[18],add_sub_result[19],add_sub_result[20],add_sub_result[21],add_sub_result[22],add_sub_result[23],add_sub_result[24],add_sub_result[25],add_sub_result[26],add_sub_result[27],add_sub_result[28],add_sub_result[29],add_sub_result[30],add_sub_result[31]);
xor islessthan (isLessThan, add_sub_result[31], overflow);
assign data_result = ctrl_ALUopcode[2]? (ctrl_ALUopcode[1]? 32'h00000000:(ctrl_ALUopcode[0]? SRA_result:SLL_result)):(ctrl_ALUopcode[1]? (ctrl_ALUopcode[0]? OR_result:AND_result):(ctrl_ALUopcode[0]? add_sub_result:add_sub_result) );
endmodule
module eight_bit_RCA(A, B, sum, cin, cout,ovf);
	parameter SIZE = 8;
	input [7:0] A, B;
	output [7:0] sum;
	input cin;
	output cout,ovf;
	wire temp;
	wire uselesswire;
	four_bit_RCA four_bit_RCA_low(A[3:0], B[3:0], sum[3:0], cin, temp,uselesswire);
	four_bit_RCA four_bit_RCA_high(A[7:4], B[7:4], sum[7:4], temp, cout,ovf);
endmodule
module four_bit_RCA(A, B, sum, cin, cout,ovf);
	parameter SIZE = 4;
	input [SIZE-1:0] A, B;
	output [SIZE-1:0] sum;
	input cin;
	output cout,ovf;
	wire [SIZE-2:0] temp;
	full_adder full_adder1(A[0], B[0], cin, sum[0], temp[0]);
	full_adder full_adder2(A[1], B[1], temp[0], sum[1], temp[1]);
	full_adder full_adder3(A[2], B[2], temp[1], sum[2], temp[2]);
	full_adder full_adder4(A[3], B[3], temp[2], sum[3], cout);
	xor firstXor(ovf,temp[2], cout);
endmodule
module full_adder(a, b, cin, sum, cout);
	input a, b, cin;
	output sum, cout;
	wire xor1, and1, and2;
	xor first_xor(xor1, a,b);
	xor second_xor(sum, xor1, cin);
	and first_and(and1, xor1, cin);
	and second_and(and2, a, b);
	or first_or(cout, and1, and2);
endmodule
module one_bit_two_one_mux(A, B, S, Out);
	parameter SIZE = 1;
	input A,B;
	input S;  
	output Out;
	wire notS;
	wire and1, and2;
	not first_not(notS, S);
	and first_and(and1, A, notS);
	and second_and(and2, B, S);
	sixteen_bit_or first_or(Out, and1, and2);
endmodule
module sixteen_bit_RCA(A, B, sum, cin, cout,ovf);
	parameter SIZE = 16;
	parameter BIT = SIZE/2;
	input [SIZE-1:0] A, B;
	output [SIZE-1:0] sum;
	input cin;
	output cout,ovf;
	wire temp;
	eight_bit_RCA eight_bit_RCA_low(A[BIT-1:0], B[BIT-1:0], sum[BIT-1:0], cin, temp,);
	eight_bit_RCA eight_bit_RCA_high(A[SIZE-1:BIT], B[SIZE-1:BIT], sum[SIZE-1:BIT], temp, cout,ovf);
endmodule
module sixteen_bit_and(out, A, B);
	parameter SIZE = 16;
	input [SIZE-1:0] A,B;
	output [SIZE-1:0] out;
	and and_0(out[0], A[0], B[0]);
	and and_1(out[1], A[1], B[1]);
	and and_2(out[2], A[2], B[2]);
	and and_3(out[3], A[3], B[3]);
	and and_4(out[4], A[4], B[4]);
	and and_5(out[5], A[5], B[5]);
	and and_6(out[6], A[6], B[6]);
	and and_7(out[7], A[7], B[7]);
	and and_8(out[8], A[8], B[8]);
	and and_9(out[9], A[9], B[9]);
	and and_10(out[10], A[10], B[10]);
	and and_11(out[11], A[11], B[11]);
	and and_12(out[12], A[12], B[12]);
	and and_13(out[13], A[13], B[13]);
	and and_14(out[14], A[14], B[14]);
	and and_15(out[15], A[15], B[15]);
endmodule
module sixteen_bit_or(out, A, B);
	parameter SIZE = 16;
	input [SIZE-1:0] A,B;
	output [SIZE-1:0] out;
	or or_0(out[0], A[0], B[0]);
	or or_1(out[1], A[1], B[1]);
	or or_2(out[2], A[2], B[2]);
	or or_3(out[3], A[3], B[3]);
	or or_4(out[4], A[4], B[4]);
	or or_5(out[5], A[5], B[5]);
	or or_6(out[6], A[6], B[6]);
	or or_7(out[7], A[7], B[7]);
	or or_8(out[8], A[8], B[8]);
	or or_9(out[9], A[9], B[9]);
	or or_10(out[10], A[10], B[10]);
	or or_11(out[11], A[11], B[11]);
	or or_12(out[12], A[12], B[12]);
	or or_13(out[13], A[13], B[13]);
	or or_14(out[14], A[14], B[14]);
	or or_15(out[15], A[15], B[15]);
endmodule
module sixteen_bit_splitter(in, Out);
	parameter SIZE = 16;
	input in;
	output [SIZE-1:0] Out;
	assign Out[0] = in;
	assign Out[1] = in;
	assign Out[2] = in;
	assign Out[3] = in;
	assign Out[4] = in;
	assign Out[5] = in;
	assign Out[6] = in;
	assign Out[7] = in;
	assign Out[8] = in;
	assign Out[9] = in;
	assign Out[10] = in;
	assign Out[11] = in;
	assign Out[12] = in;
	assign Out[13] = in;
	assign Out[14] = in;
	assign Out[15] = in;
endmodule
module sixteen_bit_two_one_mux(A, B, S, Out);
	parameter SIZE = 16;
	input [SIZE-1:0] A,B;
	input S;  
	output [SIZE-1:0] Out;
	wire notS;
	wire [SIZE-1:0] s1,s2;
	wire [SIZE-1:0] and1, and2;
	not first_not(notS, S);
	sixteen_bit_splitter splitter1(S,s1);
	sixteen_bit_splitter splitter2(notS,s2);
	sixteen_bit_and first_and(and1, A, s2);
	sixteen_bit_and second_and(and2, B, s1);
	sixteen_bit_or first_or(Out, and1, and2);
endmodule
module thirty_two_bit_CSA(A, B, sum, cin, cout,ovf);
	parameter SIZE = 32;
	parameter BIT = SIZE/2;
	parameter WIDTH = SIZE/2;
	input [SIZE-1:0] A, B;
	output [SIZE-1:0] sum;
	input cin;
	output cout, ovf;
	wire [BIT-1:0] potential_high_1, potential_high_2;
	wire temp,temp1, temp2;
	wire ovf1,ovf2;
	wire uselesswire;
	sixteen_bit_RCA sixteen_bit_RCA_low(A[BIT-1:0], B[BIT-1:0], sum[BIT-1:0], cin, temp,uselesswire);
	sixteen_bit_RCA sixteen_bit_RCA_high_1(A[SIZE-1:BIT], B[SIZE-1:BIT], potential_high_1, 1'b0, temp1,ovf1);
	sixteen_bit_RCA sixteen_bit_RCA_high_2(A[SIZE-1:BIT], B[SIZE-1:BIT], potential_high_2, 1'b1, temp2,ovf2);
	sixteen_bit_two_one_mux sixteen_bit_two_one_mux(potential_high_1,potential_high_2,temp, sum[SIZE-1:BIT]);
	one_bit_two_one_mux one_bit_two_one_mux1(temp1,temp2,temp,cout);
	one_bit_two_one_mux one_bit_two_one_mux2(ovf1,ovf2,temp,ovf);
endmodule
module thirty_two_bit_SLL(data_operandA, ctrl_shiftamt, data_result);
input [31:0] data_operandA;
input [4:0] ctrl_shiftamt;
output [31:0] data_result;
wire [31:0] data_operandA_1, data_operandA_2, data_operandA_3, data_operandA_4, data_operandA_5;
wire [31:0] data_operandA_1_out, data_operandA_2_out, data_operandA_3_out, data_operandA_4_out;
assign data_operandA_1[0] = 1'b0;
assign data_operandA_1[31:1] = data_operandA[30:0];
thirty_two_bit_two_one_mux first(data_operandA, data_operandA_1,ctrl_shiftamt[0], data_operandA_1_out);
assign data_operandA_2[1:0] = 2'b00;
assign data_operandA_2[31:2] = data_operandA_1_out[29:0];
thirty_two_bit_two_one_mux second(data_operandA_1_out, data_operandA_2,ctrl_shiftamt[1], data_operandA_2_out);
assign data_operandA_3[3:0] = 4'b0000;
assign data_operandA_3[31:4] = data_operandA_2_out[27:0];
thirty_two_bit_two_one_mux third(data_operandA_2_out, data_operandA_3,ctrl_shiftamt[2], data_operandA_3_out);
assign data_operandA_4[7:0] = 8'b00000000;
assign data_operandA_4[31:8] = data_operandA_3_out[23:0];
thirty_two_bit_two_one_mux forth(data_operandA_3_out, data_operandA_4,ctrl_shiftamt[3], data_operandA_4_out);
assign data_operandA_5[15:0] = 16'b0000000000000000;
assign data_operandA_5[31:16] = data_operandA_4_out[15:0];
thirty_two_bit_two_one_mux five(data_operandA_4_out, data_operandA_5,ctrl_shiftamt[4], data_result);
endmodule
module thirty_two_bit_SRA(data_operandA, ctrl_shiftamt, data_result);
input [31:0] data_operandA;
input [4:0] ctrl_shiftamt;
output [31:0] data_result;
wire [31:0] data_operandA_1, data_operandA_2, data_operandA_3, data_operandA_4, data_operandA_5;
wire [31:0] data_operandA_1_out, data_operandA_2_out, data_operandA_3_out, data_operandA_4_out;
wire sign;
assign sign = data_operandA[31];
assign data_operandA_1[31] = sign;
assign data_operandA_1[30:0] = data_operandA[31:1];
thirty_two_bit_two_one_mux first(data_operandA, data_operandA_1,ctrl_shiftamt[0], data_operandA_1_out);
assign data_operandA_2[31:30] = sign ? 2'b11 : 2'b00;
assign data_operandA_2[29:0] = data_operandA_1_out[31:2];
thirty_two_bit_two_one_mux second(data_operandA_1_out, data_operandA_2,ctrl_shiftamt[1], data_operandA_2_out);
assign data_operandA_3[31:28] = sign ? 4'b1111 : 4'b0000;
assign data_operandA_3[27:0] = data_operandA_2_out[31:4];
thirty_two_bit_two_one_mux third(data_operandA_2_out, data_operandA_3,ctrl_shiftamt[2], data_operandA_3_out);
assign data_operandA_4[31:24] = sign ? 8'b11111111 : 8'b00000000;
assign data_operandA_4[23:0] = data_operandA_3_out[31:8];
thirty_two_bit_two_one_mux forth(data_operandA_3_out, data_operandA_4,ctrl_shiftamt[3], data_operandA_4_out);
assign data_operandA_5[31:16] = sign ? 16'b1111111111111111 : 16'b0000000000000000;
assign data_operandA_5[15:0] = data_operandA_4_out[31:16];
thirty_two_bit_two_one_mux five(data_operandA_4_out, data_operandA_5,ctrl_shiftamt[4], data_result);
endmodule
module thirty_two_bit_and(out, A, B);
	parameter SIZE = 32;
	input [SIZE-1:0] A,B;
	output [SIZE-1:0] out;
	and and_0(out[0], A[0], B[0]);
	and and_1(out[1], A[1], B[1]);
	and and_2(out[2], A[2], B[2]);
	and and_3(out[3], A[3], B[3]);
	and and_4(out[4], A[4], B[4]);
	and and_5(out[5], A[5], B[5]);
	and and_6(out[6], A[6], B[6]);
	and and_7(out[7], A[7], B[7]);
	and and_8(out[8], A[8], B[8]);
	and and_9(out[9], A[9], B[9]);
	and and_10(out[10], A[10], B[10]);
	and and_11(out[11], A[11], B[11]);
	and and_12(out[12], A[12], B[12]);
	and and_13(out[13], A[13], B[13]);
	and and_14(out[14], A[14], B[14]);
	and and_15(out[15], A[15], B[15]);
	and and_16(out[16], A[16], B[16]);
	and and_17(out[17], A[17], B[17]);
	and and_18(out[18], A[18], B[18]);
	and and_19(out[19], A[19], B[19]);
	and and_20(out[20], A[20], B[20]);
	and and_21(out[21], A[21], B[21]);
	and and_22(out[22], A[22], B[22]);
	and and_23(out[23], A[23], B[23]);
	and and_24(out[24], A[24], B[24]);
	and and_25(out[25], A[25], B[25]);
	and and_26(out[26], A[26], B[26]);
	and and_27(out[27], A[27], B[27]);
	and and_28(out[28], A[28], B[28]);
	and and_29(out[29], A[29], B[29]);
	and and_30(out[30], A[30], B[30]);
	and and_31(out[31], A[31], B[31]);
endmodule
module thirty_two_bit_not(out, A);
	parameter SIZE = 32;
	input [SIZE-1:0] A;
	output [SIZE-1:0] out;
	not not_0(out[0], A[0]);
	not not_1(out[1], A[1]);
	not not_2(out[2], A[2]);
	not not_3(out[3], A[3]);
	not not_4(out[4], A[4]);
	not not_5(out[5], A[5]);
	not not_6(out[6], A[6]);
	not not_7(out[7], A[7]);
	not not_8(out[8], A[8]);
	not not_9(out[9], A[9]);
	not not_10(out[10], A[10]);
	not not_11(out[11], A[11]);
	not not_12(out[12], A[12]);
	not not_13(out[13], A[13]);
	not not_14(out[14], A[14]);
	not not_15(out[15], A[15]);
	not not_16(out[16], A[16]);
	not not_17(out[17], A[17]);
	not not_18(out[18], A[18]);
	not not_19(out[19], A[19]);
	not not_20(out[20], A[20]);
	not not_21(out[21], A[21]);
	not not_22(out[22], A[22]);
	not not_23(out[23], A[23]);
	not not_24(out[24], A[24]);
	not not_25(out[25], A[25]);
	not not_26(out[26], A[26]);
	not not_27(out[27], A[27]);
	not not_28(out[28], A[28]);
	not not_29(out[29], A[29]);
	not not_30(out[30], A[30]);
	not not_31(out[31], A[31]);
endmodule
module thirty_two_bit_or(out, A, B);
	parameter SIZE = 32;
	input [SIZE-1:0] A,B;
	output [SIZE-1:0] out;
	or or_0(out[0], A[0], B[0]);
	or or_1(out[1], A[1], B[1]);
	or or_2(out[2], A[2], B[2]);
	or or_3(out[3], A[3], B[3]);
	or or_4(out[4], A[4], B[4]);
	or or_5(out[5], A[5], B[5]);
	or or_6(out[6], A[6], B[6]);
	or or_7(out[7], A[7], B[7]);
	or or_8(out[8], A[8], B[8]);
	or or_9(out[9], A[9], B[9]);
	or or_10(out[10], A[10], B[10]);
	or or_11(out[11], A[11], B[11]);
	or or_12(out[12], A[12], B[12]);
	or or_13(out[13], A[13], B[13]);
	or or_14(out[14], A[14], B[14]);
	or or_15(out[15], A[15], B[15]);
	or or_16(out[16], A[16], B[16]);
	or or_17(out[17], A[17], B[17]);
	or or_18(out[18], A[18], B[18]);
	or or_19(out[19], A[19], B[19]);
	or or_20(out[20], A[20], B[20]);
	or or_21(out[21], A[21], B[21]);
	or or_22(out[22], A[22], B[22]);
	or or_23(out[23], A[23], B[23]);
	or or_24(out[24], A[24], B[24]);
	or or_25(out[25], A[25], B[25]);
	or or_26(out[26], A[26], B[26]);
	or or_27(out[27], A[27], B[27]);
	or or_28(out[28], A[28], B[28]);
	or or_29(out[29], A[29], B[29]);
	or or_30(out[30], A[30], B[30]);
	or or_31(out[31], A[31], B[31]);
endmodule
module thirty_two_bit_splitter(in, Out);
	parameter SIZE = 32;
	input in;
	output [SIZE-1:0] Out;
	assign Out[0] = in;
	assign Out[1] = in;
	assign Out[2] = in;
	assign Out[3] = in;
	assign Out[4] = in;
	assign Out[5] = in;
	assign Out[6] = in;
	assign Out[7] = in;
	assign Out[8] = in;
	assign Out[9] = in;
	assign Out[10] = in;
	assign Out[11] = in;
	assign Out[12] = in;
	assign Out[13] = in;
	assign Out[14] = in;
	assign Out[15] = in;
	assign Out[16] = in;
	assign Out[17] = in;
	assign Out[18] = in;
	assign Out[19] = in;
	assign Out[20] = in;
	assign Out[21] = in;
	assign Out[22] = in;
	assign Out[23] = in;
	assign Out[24] = in;
	assign Out[25] = in;
	assign Out[26] = in;
	assign Out[27] = in;
	assign Out[28] = in;
	assign Out[29] = in;
	assign Out[30] = in;
	assign Out[31] = in;
endmodule
module thirty_two_bit_two_one_mux(A, B, S, Out);
	parameter SIZE = 32;
	input [SIZE-1:0] A,B;
	input S;  
	output [SIZE-1:0] Out;
	wire notS;
	wire [SIZE-1:0] s1,s2;
	wire [SIZE-1:0] and1, and2;
	not first_not(notS, S);
	thirty_two_bit_splitter splitter1(S,s1);
	thirty_two_bit_splitter splitter2(notS,s2);
	thirty_two_bit_and first_and(and1, A, s2);
	thirty_two_bit_and second_and(and2, B, s1);
	thirty_two_bit_or first_or(Out, and1, and2);
endmodule
File: flow/run.sh
#!/bin/bash
# OpenROAD 26Q1-2900-gdf79404cd8, Yosys 0.63+post, stock flow scripts
make -C /OpenROAD-flow-scripts/flow DESIGN_CONFIG=/design/flow/config.mk WORK_HOME=/design/flow/orfs finish
==> results.toml <==
# generated from flow reports
[hold_path]
min-delay-start = "ctrl_ALUopcode[1]"
hp-class = "in -> out"

[timing]
finalCriticalPeriod_ns = 16.54
finalClockPeriodUsage_pct = 87.5
setup_viol = 0
timing.hold.ws_ns = 8.64
slew_headroom_pct = 43.4
hold_violations = 0
drv_slew = 0
rsz0062_at_grt = "false"
fmax_mhz = 60.5
finalSetupTns_ns = 0
fin_ws_ns = 2.36
tightest_slew_ns = 0.849

[placed_design]
gp_congestion = 1.07
port-buffer-count = 107
dpl_cell_area_sq_mm = 0.00769
dpl.hpwl_mm = 20.8
dp_cells = 1043
pre_cts_ws_ns = 2.49

[run_status]
outcome = "finished, final reports clean"

[final_layout]
fin_cells = 1043
layout.cells.most_common = "clkdlybuf4s50_1"
area_growth_syn_to_layout_pct = 13.3
mostFrequentLayoutCells = "clkdlybuf4s50_1 (102), nor2_1 (78), o21ai_0 (64)"
drive_above_1_share_pct = 12.7
seq_cells = 0
clkbuf_count = 0
regArea_sq_um = 0
fin_area_sq_mm = 0.00769
fin_util_pct = 58.1

[critical_path]
path_max_fanout = 39
cp_top_family = "adder cells"
cp_slowest_cell = "buf_4"
arrival_ns = 12.76
cpMostUsedCell = "fa_1"
start_kind = "input port"
worstSetupPathType = "in -> out"
critPathCaptureType = "output pin"
cp.required_ns = 15.12
cpPeakStageDelay_ns = 0.48
critical_path.startpoint = "ctrl_ALUopcode[0]"
cp.buffers_inverters = 5

[global_routing]
grt_pass1_vias = 7250
grt_pass1_wl_mm = 42.3
antenna_found_initial = 0
gr-total-overflow = 0
grt_max_degree = 59
track_usage_pct = 41.5

[clocking]
cts_resized = 0
cts-hold-fix-buffers = 0
post_cts_buffers = 0

[pwr]
peakVddDrop_mv = 0.0222
fin_total_pwr_uw = 278
p_per_area_mw_per_mm2 = 36.1
p_leak_nw = 2.85

[route]
detail_route.wirelength_mm = 27.5
dr.pass1.iters = 7
num_vias = 7477
wl_per_cell_um = 26.4
postRouteAntennaNets = 0
drcViolationCount = 0
antenna_cells = 0
initialDrtViolationCount = 875
vias_per_cell = 7.17

[synth]
synth.avg_cell_area_sq_um = 8.05
synth.distinct_cells = 68
ys_area_sq_mm = 0.00679
ys_warn_count = 3
syn_inst = 843
ys_cells = 843
ys_seq_share_pct = 0
syn-cell-area_sq_mm = 0.00679

[floorplanning]
die_w_um = 119
core_region_area_sq_mm = 0.0132
die_h_um = 119
fp_util_pct = 51.2
fp-row-count = 42
num_io_pins = 109
die_area_sq_mm = 0.0140

[run]
maxCapViolCount = 0
openroad.warnings = 36
==> path summary, 6_finish.rpt <==
kind,endpoint,slack (ns),cells after the start
hold / removal,data_result[31],8.64,5
setup / recovery,isNotEqual,2.36,26
==> report_power, final <==
group / switching, mW / internal, mW
logic: 0.153 / 0.125
clock network: 0 / 0
registers: 0 / 0
total: 0.153 / 0.125
==> metal layers <==
metal  routed length (um)  global-route usage [%]  vias up
li1                     -                       -     3212
met1                10600                    58.1     3583
met2                11600                    58.6      571
met3                 3810                    16.6      111
met4                 1550                    17.3        0
met5                    0                       0        -
==> final cells by class <==
| type | instances | area (sq um) |
|---|---|---|
| tap | 176 | 220 |
| fill | 1202 | 5550 |
| timing repair buffer | 126 | 1190 |
| inverter | 44 | 165 |
| multi-input combinational | 697 | 6110 |
==> synth_stat cells, types with 3 or more instances <==
cell       instances  area [sq um]
a211oi_1          10          75.1
a21oi_1           50           250
a221oi_1           5          43.8
a222oi_1           5          50.1
a22oi_1            3          22.5
a311o_1            4          40.0
a311oi_1           6          52.6
a31oi_1            9          56.3
and3_1             3          18.8
buf_1              8          30.0
buf_12             3          60.1
buf_2             19          95.1
buf_4             12          90.1
clkbuf_1          59           221
fa_1              45           901
inv_1             42           158
maj3_1             7          70.1
mux2_2            33           372
mux2i_1           61           611
mux4_1             9           236
mux4_2            44           991
nand2_1           60           225
nand2b_1          12          75.1
nand3_1           19          95.1
nand4_1            7          43.8
nor2_1            78           293
nor2b_1            9          56.3
nor3_1            13          65.1
nor4_1             4          25.0
o2111ai_1          4          35.0
o211a_1            3          30.0
o211ai_1          16           120
o21ai_0           64           320
o221ai_1           6          52.6
o22ai_1           15          93.8
o31ai_1            3          22.5
o32ai_1            7          61.3
or2_2              4          25.0
or3_1              4          25.0
xnor2_1           32           280
xor2_1             4          35.0
==> cell families (layout without fill, tap and decap cells) <==
kind of cell | Yosys count | count (layout) | share of synthesized area [%]
compound gates | 239 | 239 | 23.3
fa+ha+maj | 54 | 54 | 14.7
buf+inv | 146 | 170 | 9.92
xor+xnor | 36 | 36 | 4.65
mux | 148 | 148 | 32.8
simple gates | 220 | 220 | 14.7
