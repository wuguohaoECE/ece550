## flow/config.mk

```make
export PLATFORM = sky130hd
export DESIGN_NAME = five_bit_multiplier_interface
export DESIGN_NICKNAME = five_bit_multiplier_interface
export VERILOG_FILES = /design/flow/design.v
export SDC_FILE = /design/flow/constraint.sdc
export NUM_CORES = 4
export LEC_CHECK = 1
export CORE_AREA = 10 10 92 92
export DIE_AREA = 0 0 102 102
```

## flow/constraint.sdc

```tcl
current_design five_bit_multiplier_interface

set clk_period 4.6
set clk_io_pct 0.2

create_clock -name clk0 -period $clk_period

set non_clock_inputs [all_inputs -no_clocks]
set_input_delay [expr $clk_period * $clk_io_pct] -clock clk0 $non_clock_inputs
set_output_delay [expr $clk_period * $clk_io_pct] -clock clk0 [all_outputs]
```

## flow/design.v

```verilog
module five_bit_multiplier(A, B, product);
	input [4:0] A, B;
	output[9:0] product;
	wire a0b0,a0b1,a0b2,a0b3,a0b4,a1b0,a1b1,a1b2,a1b3,a1b4,a2b0,a2b1,a2b2,a2b3,a2b4,a3b0,a3b1,a3b2,a3b3,a3b4,a4b0,a4b1,a4b2,a4b3,a4b4;
	wire s1,s2,s3,s4,s5,s6,s7,s8,s9,s10,s11,s12,s13,s14,s15,s16;
	wire c1,c2,c3,c4,c5,c6,c7,c8,c9,c10,c11,c12,c13,c14,c15;
	wire [4:0] temp;
	wire gnd;
	assign a0b0 = A[0]&B[0];
	assign a0b1 = A[0]&B[1];
	assign a0b2 = A[0]&B[2];
	assign a0b3 = A[0]&B[3];
	assign a0b4 = A[0]&B[4];
	assign a1b0 = A[1]&B[0];
	assign a1b1 = A[1]&B[1];
	assign a1b2 = A[1]&B[2];
	assign a1b3 = A[1]&B[3];
	assign a1b4 = A[1]&B[4];
	assign a2b0 = A[2]&B[0];
	assign a2b1 = A[2]&B[1];
	assign a2b2 = A[2]&B[2];
	assign a2b3 = A[2]&B[3];
	assign a2b4 = A[2]&B[4];
	assign a3b0 = A[3]&B[0];
	assign a3b1 = A[3]&B[1];
	assign a3b2 = A[3]&B[2];
	assign a3b3 = A[3]&B[3];
	assign a3b4 = A[3]&B[4];
	assign a4b0 = A[4]&B[0];
	assign a4b1 = A[4]&B[1];
	assign a4b2 = A[4]&B[2];
	assign a4b3 = A[4]&B[3];
	assign a4b4 = A[4]&B[4];
	assign gnd = 1'b0;
	full_adder FA0(a1b0, a0b1, gnd, s1,c1);
	full_adder FA1(a2b0, a1b1, a0b2, s2,c2);
	full_adder FA2(a2b1, a1b2, a0b3, s3,c3);
	full_adder FA3(a2b2, a1b3, a0b4, s4,c4);
	full_adder FA4(a3b2, a2b3, a1b4, s5,c5);
	full_adder FA5(a4b2, a3b3, a2b4, s6,c6);
	full_adder FA6(a4b3, a3b4, gnd, s7,c7);
	assign s8 = a4b4;
	full_adder FA7(s2, c1, gnd, s9,c9);
	full_adder FA8(s3, c2, a3b0, s10,c10);
	full_adder FA9(c3, a4b0, a3b1, s11,c11);
	full_adder FA10(s5, c4, a4b1, s12,c12);
	full_adder FA11(s6, c5, gnd, s13,c13);
	full_adder FA12(s7, c6, gnd, s14,c14);
	full_adder FA13(s8, c7, gnd, s15,c15);
	full_adder FA14(s10, c9, gnd, s17,c17);
	full_adder FA15(s11, c10, s4, s18,c18);
	full_adder FA16(s12, c11, gnd, s19,c19);
	full_adder FA17(s13, c12, gnd, s20,c20);
	full_adder FA18(s14, c13, gnd, s21,c21);
	full_adder FA19(s15, c14, gnd, s22,c22);
	assign product[0] = a0b0;
	assign product[1] = s1;
	assign product[2] = s9;
	assign product[3] = s17;
	full_adder full_adder1(s18, c17, gnd, product[4], temp[0]);
	full_adder full_adder2(s19, c18, temp[0], product[5], temp[1]);
	full_adder full_adder3(s20, c19, temp[1], product[6], temp[2]);
	full_adder full_adder4(s21, c20, temp[2], product[7], temp[3]);
	full_adder full_adder5(s22, c21, temp[3], product[8], temp[4]);
	full_adder full_adder6(c15, c22, temp[4], product[9], );
endmodule
module five_bit_multiplier_interface(A, B, product);
	input [4:0] A, B;
	output[9:0] product;
	five_bit_multiplier five_bit_multiplier(A,B,product);
endmodule
module full_adder(a, b, cin, sum, cout);
	input a, b, cin;
	output sum, cout;
	wire xor1, and1, and2;
	xor first_xor(xor1, a,b);
	xor second_xor(sum, xor1, cin);
	and first_and(and1, xor1, cin);
	and second_and(and2, a, b);
	or first_or(cout, and1, and2);
endmodule
```

## flow/run.sh

```bash
#!/bin/bash
# OpenROAD 26Q1-2900-gdf79404cd8, Yosys 0.63+post, stock flow scripts
make -C /OpenROAD-flow-scripts/flow DESIGN_CONFIG=/design/flow/config.mk WORK_HOME=/design/flow/orfs finish
```

==> reports/qor.txt <==
Relative contribution of combinational cells to total power: 100.0%
Count of different cell masters after synthesis: 7
Layout Utilization: 15.1%
Count of flip-flops and latches: 0
Part of the cycle the worst path needs: 118%
Total routed wirelength: 1480 um
Tot Pwr: 129 uW
Vias post-DR: 495
# hold bufs at CTS: 0
Average detailed-routed wire length per instance: 8.68 um
Post-route cell area: 975 um2
Cell area after technology mapping: 699 um2
Cell-internal power: 75.4 uW
Run status: complete, but fails checks
Total global routing overflow: 0
Number of antenna cells inserted: 0
Synthesis-to-finish area growth: 39.4%
Tightest slew margin relative to the limit: 90.0%
Data arrival, critical path: 4.49 ns
Slew Viols, Final: 0
Total DRC errors in the routed layout: 0
Number of antenna violations at the first check in global routing: 0
Number of cells produced by synthesis: 77
Standard cell with the maximum stage delay on the critical path: sky130_fd_sc_hd__fa_2
FP Rows: 29
Post-detailed-route via-to-cell ratio: 2.91
Measured slew at the worst slew-check pin: 0.150 ns
Placed Area: 988 um2
Setup repair after global routing missed its margin: yes
Clock period minus final worst setup slack: 5.41 ns
Area occupied by registers: 0 um2
Buffering stage count on the worst path with inverters included: 4
Power share of the sequential group: 0%
Layout cells sized above 1: 34.4%
Register area share after synthesis: 0%
Total cells reported by yosys after synthesis: 77
Core outline area: 0.00646 mm2
Largest net degree at the start of global routing: 6
Global-route wire length before repair: 2590 um
Drt initial violations: 14
WS Path Type: in -> out
Top cell area share: 40.1%
Cell family contributing the most delay on the critical path: adder cells
Hold Crit Class: in -> out
Core utilization before placement: 10.8%
Critical Path End Type: output pin
Clock share of power: 0%
Port bufs: 20
Reported net switching power: 53.1 uW
Number of failing hold endpoints at the final stage: 0
Startpoint class of the critical path: input port
Placer Congestion: 0.803
Chip area: 0.0104 mm2
Violated checks: setup timing
Stage delay of the slowest cell on the critical path: 0.54 ns
Maxcap violations: 0
Number of global-route vias before repair: 508
Chip Width: 102 um
Least setup slack across all paths after layout: -0.807 ns
First-pass DRT Iterations: 2
Vertical extent of the die: 102 um
Total of clock buffers placed in the layout: 0
Static power due to leakage: 0.466 nW
Pwr dens: 132 mW/mm2
Net switching fraction of the power: 41.3%
Max FO, Critical Path: 2
Number of warnings the tools reported: 35
Post-synth top cells: sky130_fd_sc_hd__and2_1 (21), sky130_fd_sc_hd__inv_1 (17), sky130_fd_sc_hd__fa_1 (14), sky130_fd_sc_hd__buf_4 (10), sky130_fd_sc_hd__ha_1 (10)
Cell type contributing the most total cell area after synthesis: sky130_fd_sc_hd__fa_1
Global-route usage over all layers: 3.07%
Aggregate negative setup slack: -2.11 ns
Synthesized area divided by synthesized cell count: 9.08 um2
Top cells, area: sky130_fd_sc_hd__fa_1 (40%), sky130_fd_sc_hd__and2_1 (19%), sky130_fd_sc_hd__ha_1 (18%)
Cell-by-cell trace of the critical path: dlygate4sd2_1, and2_4, fa_2, fa_2, fa_1, ha_2, inv_2, fa_2, fa_2, fa_2, fa_2, inv_2, buf_2
Number of top-level design ports: 20
Most common cell type on the critical path: sky130_fd_sc_hd__fa_2
Worst endpoint required time: 3.68 ns
F_max: 0.185 GHz
Maximum VDD drop: 0.0000310 V
Yosys stat area: 699 um2
Post-synthesis cell type with the largest instance count: sky130_fd_sc_hd__and2_1
# setup viols final: 4
Antenna viol nets, final: 0
HPWL after DPL: 1420 um
Warning count from the yosys run: 12
==> logic make-up after synthesis <==
logic type | share of synthesized area, %
adder cells (fa/ha/maj) | 58.0
AND/OR/NAND/NOR | 20.9
buffers and inverters | 19.9
XOR/XNOR | 1.25
==> worst min-delay path, stage by stage <==
cell and delay [ns]:
sky130_fd_sc_hd__buf_6 0.10, sky130_fd_sc_hd__and2_1 0.15, sky130_fd_sc_hd__clkdlybuf4s50_1 0.41
==> final cells by class <==
type	instances	area, um2
fillers	729	5480
inverters	17	63.8
multi-input cells	50	598
well taps	77	96.3
repair buffers	26	216
==> routing by layer <==
metal  GRT usage (%)  up-vias  part of all wire [%]
met5               0        -                     0
met4               0        0                     0
met3            1.02        0                    10
met2            4.84       10                    49
met1            4.26      238                    41
li1                -      247                     -
==> through the flow <==
| stage | instances | hold slack, ns | setup WS, ns |
|---|---|---|---|
| floorplan | 77 | 2.02 | -0.641 |
| global placement | 170 | 2.90 | -1.59 |
| detailed placement | 170 | 2.91 | -1.58 |
| CTS | 170 | 2.51 | -0.869 |
| global route | 170 | 2.52 | -0.926 |
| finish | 170 | 2.50 | -0.807 |
==> cells in the final DEF (no fill, tap or decap) <==
cell                               n
sky130_fd_sc_hd__and2_1           17
sky130_fd_sc_hd__inv_1            14
sky130_fd_sc_hd__ha_1              9
sky130_fd_sc_hd__fa_1              7
sky130_fd_sc_hd__fa_2              7
sky130_fd_sc_hd__buf_2             7
sky130_fd_sc_hd__clkdlybuf4s50_1   6
sky130_fd_sc_hd__buf_4             5
sky130_fd_sc_hd__nand2_1           4
sky130_fd_sc_hd__and2_4            4
sky130_fd_sc_hd__dlygate4sd2_1     4
sky130_fd_sc_hd__inv_2             3
sky130_fd_sc_hd__buf_6             3
sky130_fd_sc_hd__xnor2_2           1
sky130_fd_sc_hd__ha_2              1
sky130_fd_sc_hd__buf_8             1
==> power by group through the flow <==
stage	Sequential, mW	Combinational (mW)	Clock (mW)
4_1_cts	0	0.137	0
5_1_grt	0	0.154	0
6_report	0	0.129	0
==> worst paths after layout <==
check                 start          to  cells after the start
worst min-delay path   A[0]  product[0]                      3
worst max-delay path   B[0]  product[8]                     13
==> repair_timing <==
item / in CTS / in global routing
setup buffers: 0 / 0
pin swaps: 13 / 2
gates resized: 51 / 2
setup endpoints to repair: 6 / 5
No activity file was given, so power comes from the tool's default toggle rates.
